### ./design.v
module LED_num (seg_data_1,seg_data_2,seg_led_1,seg_led_2);
	input [3:0] seg_data_1;						 
	input [3:0] seg_data_2;						 
	output [8:0] seg_led_1;						 
	output [8:0] seg_led_2;						 
        reg [8:0] seg [9:0];                                             
        initial                                                          
	    begin
              seg[0] = 9'h3f;                                            
	      seg[1] = 9'h06;                                            
	      seg[2] = 9'h5b;                                            
	      seg[3] = 9'h4f;                                            
	      seg[4] = 9'h66;                                            
	      seg[5] = 9'h6d;                                            
	      seg[6] = 9'h7d;                                            
	      seg[7] = 9'h07;                                            
	      seg[8] = 9'h7f;                                            
	      seg[9] = 9'h6f;                                            
            end
        assign seg_led_1 = seg[seg_data_1];                          
        assign seg_led_2 = seg[seg_data_2];
endmodule
### ./constraint.sdc
current_design LED_num

set clk_period 1.7
set clk_io_pct 0.2

create_clock -name clk0 -period $clk_period

set non_clock_inputs [all_inputs -no_clocks]
set_input_delay [expr $clk_period * $clk_io_pct] -clock clk0 $non_clock_inputs
set_output_delay [expr $clk_period * $clk_io_pct] -clock clk0 [all_outputs]
### ./config.mk
export PLATFORM = sky130hd
export DESIGN_NAME = LED_num
export DESIGN_NICKNAME = LED_num
export VERILOG_FILES = /design/flow/design.v
export SDC_FILE = /design/flow/constraint.sdc
export NUM_CORES = 4
export LEC_CHECK = 1
export CORE_AREA = 10 10 70 70
export DIE_AREA = 0 0 80 80
### ./run.sh
#!/bin/bash
# OpenROAD 26Q1-2900-gdf79404cd8, Yosys 0.63+post, stock flow scripts
make -C /OpenROAD-flow-scripts/flow DESIGN_CONFIG=/design/flow/config.mk WORK_HOME=/design/flow/orfs finish
==> summary.txt <==
Entry: Yosys synthesis followed by OpenROAD place and route.

Status:
- The flow ran to the end, and the final reports show no timing, DRC or antenna violations.

Placement:
- The run puts the pre-CTS setup slack at -569.8 ps.
- The run puts the number of input and output port buffers inserted at 22.
- The run gives the half-perimeter wire length of the detailed placement result as 1012 um.
- The run gives the final RePlAce weighted congestion as 0.7844.

Global routing:
- The run puts the overall track demand over capacity in global routing at 0.03625.
- The run puts the first-pass GRT wire length at 2076 um.
- The run puts the residual overflow from global routing at 0.
- The number of global-route vias before repair came to 488.
- Routing resource usage on met2 recorded by global route was 0.06421.
- Looking at the global route congestion table, the highest-usage layer is met2.
- The run puts the global routing met3 resource utilization at 0.005682.
- The run puts the initial antenna violation count at 0.
- The run puts the largest net degree at the start of global routing at 10.
- The run puts the global-route track usage on met1 at 0.04746.

Drt:
- The routed layout has 479 vias.
- The run gives the count of TritonRoute iterations in the first routing pass as 3.
- The run gives the via-per-instance ratio as 3.397.
- Summed over all layers, the routed wires come to 1253 um.
- The run puts the number of remaining DRC errors at 0.
- In this run, the number of DRC markers left after iteration 0 of detailed routing was 9.
- The repair_antennas step left the layout with diodes totalling 0.
- The routed design shows a wire length per standard cell of 8.887 um.
- The run gives the antenna violation net count after detailed routing as 0.

Power:
- Total power normalized to cell area comes to 182.6 nW/um2.
- The run gives the combinational share of power as 1.000.
- The run gives the internal power summed over all cells as 0.1005 mW.
- The run gives the worst IR drop on VDD as 0.06253 mV.
- The design draws 0.1631 mW.
- The run gives the portion of total power attributed to the clock network as 0.
- The run gives the switching part of the total as 0.3837.
- The run puts the leakage component of the power at 0.4217 nW.
- The run gives the relative contribution of sequential cells to total power as 0.
- The run puts the net switching power of the design at 0.06259 mW.

Worst setup path:
- The run gives the highest-delay cell along the critical path as a21o_1.
- The run puts the endpoint required time on the critical path at 1360 ps.
- The run gives the largest stage delay on the critical path as 140 ps.
- In this design, the critical path's most frequently occurring cell is buf_4.
- The cell family contributing the most delay on the critical path is buffers and inverters.
- In this run the worst path has a maximum fanout of 3.
- The run gives the worst path arrival time as 1320 ps.
- The critical path in this run is classified as in2out.
- The run gives the launch point of the worst path as seg_data_2[1].
- Along the critical path, the tally of buffer and inverter instances is 7.
- In this run the critical path is formed by buf_6 > inv_4 > buf_6 > buf_4 > ha_4 > nand2b_4 > buf_4 > buf_4 > a21o_1 > clkbuf_2.
- The worst setup path is launched from an input port.
- STA classifies the critical path endpoint as an output port.

Synth:
- The run puts the average cell area after synthesis at 7.578 um2.
- The run puts the count of warnings emitted by yosys at 1.
- Of the synthesized area, sequential elements account for 0.
- Counting every instance in the synthesized netlist gives 53.
- In the Yosys report the total cell count is 53.
- The run puts the synthesis area per yosys at 401.6 um2.
- The run puts the mapped cell area at 401.6 um2.
- The run puts the count of unique library cells instantiated by Yosys at 17.

STA:
- Endpoints failing hold in the final report were tallied at 0.
- The run puts the smallest setup slack after layout at 41.00 ps.
- Per the finish-stage timing summary, setup violations number 0.
- Setup repair after global routing could not meet its margin everywhere.
- The run puts the final cycle utilization of the critical path at 0.9759.
- The run gives the final tally of max-slew violations as 0.
- The run puts the total negative slack at 0 ps.
- The run puts the upper clock frequency limit at 602.8 MHz.
- The run gives the final period demand of the worst path as 1659 ps.

Run:
- Summing over the stages, the warning tally comes to 44.
- The run puts the reported max-cap violation count at 0.

Floorplanning:
- The core region is 3416 um2.
- The run gives the number of placement rows as 21.
- The run puts the number of primary I/O pins at 26.
- The floorplan step records an initial core utilization of 0.1176.
- The run puts the floorplan die height at 80 um.
- The run puts the floorplan die width at 80 um.
- The run puts the floorplan die area at 6400 um2.

Cells and area:
- Of the cells placed in the final design, the portion with a size suffix greater than 1 is 0.5158.
- The run puts the multi-input gate area in the final layout at 447.9 um2.
- The run puts the number of filler cells placed in the layout at 363.
- The run puts the clock tree buffer count of the final layout at 0.
- The run puts the sequential cell count at 0.
- The run puts the synthesis-to-layout area growth at 122.4%.
- The run puts the register area at 0 um2.

Worst hold path:
- Looking at hold timing, the worst path starts from seg_data_2[0].
- The run gives the worst min-delay path category as in2out.

CTS:
- The run gives the number of hold buffers added after cts as 0.
-- cells in the final DEF (no fill, tap or decap), drive strengths merged --
cell type / n
nor2: 6
clkdlybuf4s50: 1
clkbuf: 1
dlymetal6s2s: 1
buf: 28
nand2b: 7
a22oi: 2
and2: 1
o21bai: 2
dlygate4sd2: 9
ha: 12
nand3b: 1
conb: 4
nand3: 2
inv: 5
a21o: 4
nand2: 4
clkdlybuf4s15: 4
o211ai: 1
-- cells by family (layout without fill, tap and decap cells) --
logic type	Yosys count	after routing	share of synthesized area
AOI/OAI and AO/OA	9	9	0.1807
adders and majority gates	12	12	0.3738
buffers and inverters	10	49	0.1495
other	1	4	0.009337
and+or+nand+nor	21	21	0.2866
-- metrics by stage --
stage / hold WS, ps / instances / util / cell area, um2
2_1_floorplan: 714.1 / 56 / - / 412.9
3_3_place_gp: 1754 / 132 / 0.2187 / 747.0
3_5_place_dp: 1761 / 132 / 0.2187 / 747.0
4_1_cts: 1073 / 138 / 0.2403 / 820.8
5_1_grt: 1104 / 141 / 0.2615 / 893.4
6_report: 1085 / 141 / 0.2615 / 893.4
-- final timing paths --
| path | to | slack [ps] | cells after the start |
|---|---|---|---|
| max | seg_led_2[3] | 40 | 10 |
| min | seg_led_2[4] | 1080 | 4 |
-- cell type report --
cell class | count | area share
Timing Repair Buffer | 44 | 0.4104
Inverter | 5 | 0.02381
Multi-Input combinational cell | 46 | 0.5014
Tap cell | 46 | 0.06443
-- what timing repair did --
action / 4_1_cts / 5_1_grt
endpoints found under the setup margin: 14 / 7
buffers inserted: 6 / 4
resized: 52 / 20
hold endpoints to repair: 0 / 0
pin swaps: 8 / 2
gates cloned: 0 / 0
-- power by group through the flow --
stage | clock network (mW) | logic, mW | registers, mW
6_report | 0 | 0.163 | 0
5_1_grt | 0 | 0.183 | 0
4_1_cts | 0 | 0.148 | 0
-- routing by layer --
metal / routed length [um] / part of all wire / vias to the layer above
met5: 0 / 0 / -
met3: 55 / 0.044 / 0
met1: 571 / 0.46 / 221
met4: 0 / 0 / 0
met2: 626 / 0.50 / 10
li1: - / - / 248
-- tightest hold or removal path: cells and delay by family --
family | cells | cell delay, ps
buffers and inverters | 3 | 330
AND-OR/OR-AND | 1 | 70
-- synth_stat cells --
cell,n,area share
inv_1,5,0.047
nand3_1,2,0.025
nand2b_1,6,0.093
o21bai_1,2,0.037
a22oi_2,1,0.031
buf_4,4,0.075
conb_1,1,0.0093
nand3b_1,1,0.019
nand2_1,4,0.037
a22oi_1,1,0.019
buf_6,1,0.028
and2_4,1,0.022
nor2_1,6,0.056
ha_1,12,0.37
a21o_1,4,0.075
o211ai_1,1,0.019
nand2b_4,1,0.034
Power is estimated from default activity; no workload was simulated.
