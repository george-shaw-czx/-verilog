`/design/flow/config.mk`:
```
export PLATFORM = sky130hd
export DESIGN_NAME = breath_led
export DESIGN_NICKNAME = breath_led
export VERILOG_FILES = /design/flow/design.v
export SDC_FILE = /design/flow/constraint.sdc
export NUM_CORES = 4
export LEC_CHECK = 1
export CORE_UTILIZATION = 40
```
`/design/flow/constraint.sdc`:
```
current_design breath_led

set clk_period 5.6
set clk_io_pct 0.2

create_clock -name clk0 -period $clk_period [get_ports {clk}]

set non_clock_inputs [all_inputs -no_clocks]
set_input_delay [expr $clk_period * $clk_io_pct] -clock clk0 $non_clock_inputs
set_output_delay [expr $clk_period * $clk_io_pct] -clock clk0 [all_outputs]
```
`/design/flow/design.v`:
```
module breath_led(clk,rst,led);
	input clk;              
	input rst;              
	output led;             
	reg [24:0] cnt1;        
	reg [24:0] cnt2;        
	reg flag;               
	parameter   CNT_NUM = 2400;	 
	always@(posedge clk or negedge rst) begin 
		if(!rst) begin
			cnt1<=13'd0;
			end 
                else begin
		     if(cnt1>=CNT_NUM-1) 
                        cnt1<=1'b0;
		     else 
                        cnt1<=cnt1+1'b1; 
                    end
		end
	always@(posedge clk or negedge rst) begin 
		if(!rst) begin
			cnt2<=13'd0;
			flag<=1'b0;
			end 
                else begin
		     if(cnt1==CNT_NUM-1) begin               
			if(!flag) begin                      
				if(cnt2>=CNT_NUM-1)          
                                    flag<=1'b1;
				else
                                    cnt2<=cnt2+1'b1;
			end else begin                      
				if(cnt2<=0)                 
                                    flag<=1'b0;
				else 
                                    cnt2<=cnt2-1'b1;
			end
			end
                            else cnt2<=cnt2;               
			end
			end
	assign	led = (cnt1<cnt2)?1'b0:1'b1;
endmodule
```
`/design/flow/run.sh`:
```
#!/bin/bash
# OpenROAD 26Q1-2900-gdf79404cd8, Yosys 0.63+post, stock flow scripts
make -C /OpenROAD-flow-scripts/flow DESIGN_CONFIG=/design/flow/config.mk WORK_HOME=/design/flow/orfs finish
```
==> results.sh <==
# yosys + openroad results
export IMPL_synth_seq_area_share_pct=33.8
export IMPL_top_level_ports=3
export IMPL_post_route_cell_area_sq_um=4040
export IMPL_cts_sink_count=51
export IMPL_static_leakage_power_nw=1.73
export IMPL_layoutNonFillerInstCount=559
export IMPL_number_of_core_rows=35
export IMPL_cts_path_max_buffers=2
export IMPL_antenna_found_initial=0
export IMPL_netlist_area_leader_share_pct=33.8
export IMPL_totalWireLength_microns=7670
export IMPL_cts_reportedPaths_clkPinSlew_ps=100
export IMPL_gp_congestion=0.895
export IMPL_highest_layer="met4"
export IMPL_synthCells=431
export IMPL_max_freq_ghz=0.243
export IMPL_avgRoutedWirePerCell_microns=13.7
export IMPL_final_hold_viol_count=0
export IMPL_worstPathRequired_ps=4480
export IMPL_postRouteAntennaNets=0
export IMPL_data_arrival_critical_path_ps=3000
export IMPL_finalWorstPathRequiredPeriod_ps=4120
export IMPL_drt_vias_per_instance=5.42
export IMPL_timing_critical_path_to_type="primary output"
export IMPL_ys_chip_area_sq_um=3770
export IMPL_cts_buffers=5
export IMPL_synthDominantAreaCellType="sky130_fd_sc_hd__dfrtp_1"
export IMPL_met2_routed_wirelength_microns=3450
export IMPL_drt_pass1_iterations=4
export IMPL_async_reset_ff_share_pct=100
export IMPL_grt_overflow_total=0
export IMPL_num_vias=3030
export IMPL_htree_num_levels=2
export IMPL_ctsHoldBuffers=0
export IMPL_rsz0062_at_grt="no"
export IMPL_grt_start_max_net_pins=52
export IMPL_mostFrequentLayoutCell="sky130_fd_sc_hd__dfrtp_1"
export IMPL_ys_top_cells_by_area="sky130_fd_sc_hd__dfrtp_1 (34%), sky130_fd_sc_hd__ha_1 (16%), sky130_fd_sc_hd__a21oi_1 (4.6%)"
export IMPL_synth_to_final_area_change_pct=7.06
export IMPL_grt_first_pass_wirelength_microns=13400
export IMPL_chipWidth_microns=99.1
export IMPL_fp_dieH_microns=99.1
export IMPL_netlist_area_pre_place_sq_um=3770
export IMPL_worst_slew_margin_rel_pct=55.5
export IMPL_cts_setup_buffers=0
export IMPL_worst_setup_path_type="flop to primary output"
export IMPL_tool_warnings=25
export IMPL_final_period_utilization_pct=73.6
export IMPL_initCoreUtil_pct=41.0
export IMPL_grt_pass1_vias=2780
export IMPL_critical_path_startpoint_type="flop"
export IMPL_drt_met1_wl_microns=3920
export IMPL_ys_dominant_reg_cell="sky130_fd_sc_hd__dfrtp_1"
export IMPL_tritoncts="yes"
export IMPL_number_of_violations_reported_at_the_end_of_detailed_routing_iteration_0=118
export IMPL_drv_cap=0
export IMPL_worst_pin_slew_ps=665
export IMPL_grtUsageTotal_pct=17.2
export IMPL_critical_path_max_stage_delay_ps=410
export IMPL_ys_types=48
export IMPL_ys_cells=431
export IMPL_total_negative_setup_slack_ps=0
export IMPL_cp_slowest_cell="sky130_fd_sc_hd__clkdlybuf4s50_1"
export IMPL_synth_edff_count=0
export IMPL_vdd_drop_max_mv=0.121
export IMPL_syn_area_per_cell_sq_um=8.76
export IMPL_wl_met3_microns=224
export IMPL_finClkSkew_ps=9.05
export IMPL_hold_class="flop to flop"
export IMPL_cts_resized_gates=0
export IMPL_clock_insertion_delay_worst_skew_ps=310
export IMPL_antennaDiodeCount=0
export IMPL_ys_warnings_count=1
export IMPL_cts_root_buf="sky130_fd_sc_hd__clkbuf_8"
export IMPL_worst_path_most_repeated_cell="sky130_fd_sc_hd__a21o_1"
export IMPL_dieArea_sq_um=9830
export IMPL_setup_viol=0
export IMPL_core_area_sq_um=9200
export IMPL_commonest_cells_after_routing_fill_and_taps_aside="sky130_fd_sc_hd__dfrtp_1 (51), sky130_fd_sc_hd__ha_1 (48), sky130_fd_sc_hd__nand2_1 (46)"
export IMPL_final_max_slew_violation_tally=0
export IMPL_placed_cells=551
export IMPL_port_buffers=2
export IMPL_drc=0
export IMPL_synth_seq_cells=51
export IMPL_dp_hpwl_microns=5840
export IMPL_layout_drive_gt1_share_pct=5.58
export IMPL_dpl_cell_area_sq_um=3950
export IMPL_power_per_cell_area_nw_per_um2=154
export IMPL_critical_path_peak_fanout=4
export IMPL_path_cells="inv_1 > ha_1 > a21o_1 > a21o_1 > a21oi_1 > nor2_1 > a2111oi_0 > o221ai_1 > a221oi_1 > o21ai_0 > clkdlybuf4s50_1"
export IMPL_status="completed"
-- cell type report --
cell class	count	area [sq um]
Inverter	31	116
Timing Repair Buffer	6	45.0
Multi-Input combinational cell	352	2370
Clock inverter	3	25.0
Tap cell	111	139
Sequential cell	51	1280
Fill cell	878	5160
Clock buffer	5	68.8
-- worst paths after layout --
kind	startpoint	end	slack (ps)	depth (start not counted)
setup / recovery	cnt2[10]$_DFFE_PN0P_	led	1480	11
hold / removal	cnt1[0]$_DFF_PN0_	cnt1[0]$_DFF_PN0_	530	1
setup reg to reg	flag$_DFFE_PN0P_	cnt2[20]$_DFFE_PN0P_	2600	11
hold reg to reg	cnt1[0]$_DFF_PN0_	cnt1[0]$_DFF_PN0_	530	1
max in group asynchronous	rst	cnt2[1]$_DFFE_PN0P_	4240	2
min in group asynchronous	rst	cnt1[2]$_DFF_PN0_	900	2
-- state kept, by name, summed over array words and instances (netlist names) --
register and flops:
cnt1 25, cnt2 25, flag 1
-- cells by family (layout without fill, tap and decap cells) --
family	after synthesis	count (layout)	share of synthesized area [%]
AOI/OAI and AO/OA	128	128	21.1
and+or+nand+nor	132	132	16.6
other	1	13	0.0994
buffers and inverters	40	45	4.77
DFF	51	51	33.8
xor gates and xnor gates	29	29	6.93
muxes	1	1	0.265
adders and majority gates	49	49	16.4
-- through the flow --
stage | hold slack [ps] | setup slack (ps) | utilization, % | power (mW)
2_1_floorplan | 467 | 2480 | - | 0.393
3_3_place_gp | 503 | 1840 | 42.9 | 0.405
3_5_place_dp | 513 | 1810 | 42.9 | 0.406
4_1_cts | 529 | 1430 | 43.9 | 0.631
5_1_grt | 548 | 1180 | 43.9 | 0.649
6_report | 532 | 1480 | 43.9 | 0.621
-- per-layer routing --
layer | global-route usage, % | vias to the layer above
li1 | - | 1575
met1 | 26.8 | 1410
met2 | 27.5 | 37
met3 | 2.22 | 8
met4 | 1.47 | 0
met5 | 0 | -
-- synth_stat cells, types with 3 or more instances --
cell and number:
sky130_fd_sc_hd__nand2b_1 3, sky130_fd_sc_hd__nor2_1 30, sky130_fd_sc_hd__o21ai_1 15, sky130_fd_sc_hd__dfrtp_1 51, sky130_fd_sc_hd__o31ai_1 3, sky130_fd_sc_hd__and3_1 3, sky130_fd_sc_hd__nand4_1 9, sky130_fd_sc_hd__ha_1 48
sky130_fd_sc_hd__xnor2_1 17, sky130_fd_sc_hd__buf_6 4, sky130_fd_sc_hd__o21a_1 5, sky130_fd_sc_hd__xor2_1 11, sky130_fd_sc_hd__a31oi_1 6, sky130_fd_sc_hd__a21boi_0 3, sky130_fd_sc_hd__a21o_1 15, sky130_fd_sc_hd__o21ai_2 7
sky130_fd_sc_hd__nor4_1 8, sky130_fd_sc_hd__inv_1 31, sky130_fd_sc_hd__clkbuf_1 5, sky130_fd_sc_hd__a21oi_1 35, sky130_fd_sc_hd__nand3_1 17, sky130_fd_sc_hd__nor2b_1 4, sky130_fd_sc_hd__nor3_1 3, sky130_fd_sc_hd__o21ai_0 24
sky130_fd_sc_hd__nand2_1 46
-- where the power goes --
| group | internal [mW] | switching (mW) |
|---|---|---|
| Combinational | 0.00765 | 0.0134 |
| Clock | 0.0913 | 0.133 |
| Sequential | 0.373 | 0.00359 |
| Total | 0.472 | 0.150 |
-- worst max-delay path: cells and delay by family, from the launching register on --
kind	cells	cell delay [ps]
AND-OR/OR-AND	7	1460
buffers and inverters	2	490
flip-flops	1	400
adder cells (fa/ha/maj)	1	290
AND/OR/NAND/NOR	1	50
No activity file was given, so power comes from the tool's default toggle rates.
